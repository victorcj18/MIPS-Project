**design/flow/design.v**
```verilog
module rf #(
		parameter RF_ADDRESS_WIDTH=5, 
		parameter DATA_WIDTH=16)
		(
		input logic clk,
		input logic asyn_n_rst,
		input logic we,
		input logic [RF_ADDRESS_WIDTH-1:0] rs1, 
		input logic [RF_ADDRESS_WIDTH-1:0] rs2,
		input logic [RF_ADDRESS_WIDTH-1:0] rd,
		input logic [DATA_WIDTH-1:0] data_in,
		output logic [DATA_WIDTH-1:0] Qs1,
		output logic [DATA_WIDTH-1:0] Qs2);
reg [31:0][DATA_WIDTH-1:0] register={32{16'b0}};
always_ff @(posedge clk, negedge asyn_n_rst)
	begin
		if (~asyn_n_rst)
			begin 
				for (int i = 0; i<RF_ADDRESS_WIDTH; i++)
					begin
						register[i] = 16'b0;
					end
			end 
		else 
			begin
				if(we==1'b1)
					begin
						register[rd]<=data_in;
					end
				else 
					begin
						Qs1<=register[rs1];
						Qs2<=register[rs2];
					end 
			end 		
end
endmodule 
```
**design/flow/run.sh**
```bash
#!/bin/bash
# OpenROAD 26Q1-2900-gdf79404cd8, Yosys 0.63+post, stock flow scripts
make -C /OpenROAD-flow-scripts/flow DESIGN_CONFIG=/design/flow/config.mk WORK_HOME=/design/flow/orfs finish
```
**design/flow/config.mk**
```make
export PLATFORM = sky130hd
export DESIGN_NAME = rf
export DESIGN_NICKNAME = rf
export VERILOG_FILES = /design/flow/design.v
export SDC_FILE = /design/flow/constraint.sdc
export NUM_CORES = 4
export LEC_CHECK = 1
export CORE_UTILIZATION = 40
```
**design/flow/constraint.sdc**
```tcl
current_design rf

set clk_period 44.7
set clk_io_pct 0.2

create_clock -name clk0 -period $clk_period [get_ports {clk}]

set non_clock_inputs [all_inputs -no_clocks]
set_input_delay [expr $clk_period * $clk_io_pct] -clock clk0 $non_clock_inputs
set_output_delay [expr $clk_period * $clk_io_pct] -clock clk0 [all_outputs]
```
==> notes.md <==
Update from the flow run.

The data required time of the worst path is around 45 ns. The area of the mapped netlist is 31,770 um2. The instance count of the mapped netlist is between 2,000 and 2,500. The critical path arrival is between 10 and 15 ns. For reference, the critical path is launched at rd[0].

Relative to the synthesized area, the layout overhead comes to 10.83%. The starting density of the core is 40.75%. The report lists the cells along the critical path as clkdlybuf4s50_1, inv_2, ha_1, nand2b_1, nor2_1, ha_1, nor2b_1, nand2_2, mux2_2.

The delay contributed by the slowest stage of the critical path is 0.73 ns. The report lists the power per cell area as 35.03 nW/um2. Looking at the reg2reg group, the worst path ends at Qs2[15]$_DFFE_PP_. The number of warnings reported in the stage logs is 25.

Yosys stat counts 2,359 cells in the synthesized netlist. In this run the horizontal extent of the chip is 283.8 um. The commonest non-fill, non-tap cell in the layout is edfxtp_1. The largest net degree at the start of global routing is slightly below 90.

The master of the slowest instance on the critical path is clkdlybuf4s50_1. The internal power summed over all cells is 0.0009232 W. Once the clock tree was built, the resizer swapped 0 gates to a different size. The chip occupies 80,560 um2. The critical setup path kind is input port to register. The slew at the pin closest to its max-slew limit is roughly 0.85 ns. The maximum level of the CTS H-tree is 2.

The sequential-to-total area share from yosys stat is between 50% and 60%. The switching component of the power was reported as 0.0003104 W. The number of hold-repair buffers added at the cts stage is 0. Endpoints with negative setup slack in the final report add up to 0.

The synthesis report lists the Yosys warning total as 1. Timing would allow up to about 0.083 GHz. The capture point of the worst path is register[240]$_DFFE_PP_. The number of CTS-inserted buffers is 61. The worst setup path is launched from an input port. Global routing finished with a remaining overflow of 0. The final max-slew violation count recorded for this run is 0. The routed design could run at a clock period as short as 12.00 ns. The global-route wire length before repair is 140,700 um. The flow ran to the end, and the final reports show no timing, DRC or antenna violations.

In the layout the commonest cells are edfxtp_1, mux2i_1, mux2_2, a22oi_1, nand2_1. The worst-case max-slew headroom was logged as 42.90%. The average wire per standard cell is 27.90 um.

The worst hold slack across all endpoints is 0.5961 ns. The placeable core region is about 78,000 um2. For reference, the placement row count at floorplan is about 100. The part of the power in registers is 48.9%. The buffer-and-inverter tally for the worst setup path is 2.

The fraction of registers with async set/reset is 0%. The worst-case register-to-register setup slack is about 43 ns. The synthesized chip area reported by yosys is 31,770 um2. The number of maximum-capacitance constraint violations is 0.

The number of inserted filler cells in the final layout is 6,793. The main flop type is edfxtp_1. The count of unique library cells instantiated by Yosys is ~42. The placement report lists the number of port buffers as 65. The clock drives 544 sinks.

The number of enable-type register cells in the synthesized netlist is approximately 540. The fraction of power consumed by combinational cells is about an eighth. The number of DRC markers in iteration 0 is roughly 1,400. The routed via count divided by cell count is 6.124.

The cell leakage power is 12.89 nW. The CTS tree is built. The number of flip-flops and latches in the synthesized netlist is 544. The synthesized area per cell is approximately 13 um2. The reg-to-reg startpoint is register[47]$_DFFE_PP_. Summed over all nets, the half-perimeter wirelength after detailed placement is 55,970 um. The post-detailed-route DRC marker count is 0. The via count of the first global-routing pass is 21,330.

The final timing report lists a hold violation count of 0. Setup repair after global routing left no endpoint under its margin. In the final layout, the share of cells above drive strength 1 is 29.29%. The script computed the net switching share of total power as ~25%. The kind of cell with the highest combined delay along the critical path is simple AND/OR/NAND/NOR gates.

The clock share of power is 38.6%. The worst setup path is captured at a register. The insertion delay to the later sink of the worst-skew pair is about 0.64 ns.

Summed over all layers, the routed wires come to between 90,000 and 100,000 um. The total global routing track utilization is between 20% and 30%. The number of top-level pins is ~66.

The number of antenna violations at the first check in global routing was 2. The number of cell instances on the worst register-to-register path is 5. The number of buffers on the longest clock path is 3. The clock input transition at the sequential cells of the worst setup and hold paths is roughly 0.06 ns. Looking at the critical path, the highest net fanout was 16. The path type of the worst min-delay path is register to register.

The overall power consumption is 0.001234 W. The die is around 280 um tall. The placer congestion estimate is just under 0.9. The post-route core utilization is 45.16%. The remaining antenna violation count after routing is 0. In the final timing run, aggregate negative setup slack is 0 ns. The number of setup buffers added after CTS is 0. The maximum ir drop on the vdd rail is 0.03251 mV. The most used cell along the critical path is ha_1. The setup skew after layout is 0.02197 ns. Walking the critical path from launch to capture passes 9 cell instances. Clock tree synthesis selected as its root buffer the cell clkbuf_16. The fraction of the cycle the final worst path needs is 26.86%. The total vias in the final route is 20,970. The number of search-and-repair iterations in the first detailed-routing pass is 5.
## state kept, by name, summed over array words and instances, names as in the netlist
name      flops
Qs2          16
register    512
Qs1          16
## cells in the mapped netlist, types with 8 or more instances
cell / n / share of area (%)
a22oi_1: 128 / 3.0
nor2b_1: 11 / 0.22
a22o_1: 64 / 1.8
nand3_1: 66 / 1.0
mux2i_1: 513 / 16
nand4_1: 32 / 0.63
a31oi_1: 32 / 0.63
nor3_1: 33 / 0.52
nor2_1: 8 / 0.095
clkbuf_1: 114 / 1.3
buf_1: 23 / 0.27
nand2_1: 75 / 0.89
edfxtp_1: 544 / 51
mux2_2: 508 / 18
nand2_2: 14 / 0.28
a21oi_1: 64 / 1.0
buf_2: 74 / 1.2
## worst min-delay path by stage
stage | start | end | slack (ns) | cells after the start
final | register[60]$_DFFE_PP_ | register[60]$_DFFE_PP_ | 0.60 | 1
after CTS | register[60]$_DFFE_PP_ | register[60]$_DFFE_PP_ | 0.60 | 1
after global routing | register[345]$_DFFE_PP_ | register[345]$_DFFE_PP_ | 0.62 | 1
## layer usage
| layer | up-vias | global-route usage [%] | part of all wire (%) |
|---|---|---|---|
| met5 | - | 0 | 0.014 |
| met3 | 168 | 9.926 | 10 |
| li1 | 9243 | - | - |
| met1 | 10650 | 35.89 | 41 |
| met4 | 2 | 6.838 | 3.4 |
| met2 | 905 | 36.83 | 45 |
## power by group through the flow
stage	Combinational (W)	Clock (W)	Sequential, W
after CTS	0.000154	0.000485	0.000603
after global routing	0.000164	0.000505	0.000606
final	0.000154	0.000476	0.000603
## kinds of logic after synthesis
family                   synth area share [%]
AND/OR/NAND/NOR                         4.540
buffers and inverters                   3.150
adder cells (fa/ha/maj)               0.07875
XOR/XNOR                              0.02757
flip-flops                              51.41
AND-OR/OR-AND                           6.482
multiplexers                            34.31
## layout make-up
cell class | count | area (um2) | area share (%)
multi-input cells | 1590 | 14500 | 41.19
diodes | 1 | 2.502 | 0.007106
clock inverters | 27 | 197.7 | 0.5614
inverters | 3 | 11.26 | 0.03198
repair buffers | 137 | 1214 | 3.447
well taps | 1040 | 1301 | 3.695
clock buffers | 82 | 1648 | 4.680
flip-flops and latches | 544 | 16340 | 46.39
## stage by stage
step,setup slack (ns),cells,area (um2)
2_1_floorplan,23.33,2359,31770
4_1_cts,32.74,3423,35210
3_3_place_gp,32.13,3314,33370
6_report,32.70,3424,35210
3_5_place_dp,32.08,3314,33370
5_1_grt,32.49,3423,35210
Power and IR drop assume default switching activity.
