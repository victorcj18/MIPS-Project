File: design/flow/design.v
module alu #(parameter DATA_WIDTH=16)(
				input logic signed [DATA_WIDTH-1:0] a,
				input logic signed [DATA_WIDTH-1:0] b, 
				input logic [4:0]op, 
				output logic signed [DATA_WIDTH-1:0]result,
				output logic zero,
				output logic neg,
				output logic grt,
				output logic eq); 
enum {
		ALU_ADD,
		ALU_SUB, 
		ALU_NAND,
		ALU_NOR,
		ALU_XNOR,
		ALU_AND,
		ALU_OR,
		ALU_XOR,
		ALU_SLL,
		ALU_SRL,
		ALU_SLA,
		ALU_SRA,
		ALU_LUI,
		ALU_LLI,
		ALU_CMP} operations;
always_comb
	begin
		case(op)
			ALU_ADD: result=a+b;
			ALU_SUB: result=a-b;
			ALU_NAND: result= ~(a & b);
			ALU_NOR: result= ~(a | b);
			ALU_XNOR: result= ~(a ^ b);
			ALU_AND: result= a & b;
			ALU_OR: result= a | b;
			ALU_XOR: result= a ^ b;
			ALU_SLL: result= a << b;
			ALU_SRL: result= a >> b;
			ALU_SLA: result= a <<< b;
			ALU_SRA: result= a >>> b;
			ALU_LUI: result= {b[7:0],8'b0};
			ALU_LLI: result= {8'b0, b[7:0]};
			ALU_CMP: result= 0;
			default: result=1;
		endcase
	end
always_comb 
	 begin
			if(a>b) 
				grt=1; 	
			else 
				grt=0;
			if (result==0)
				zero=1;
			else 
				zero=0;
			if (a==b)
				eq=1;
			else 
				eq=0;
			if (result[DATA_WIDTH-1]==1)
				neg=1;
			else 
				neg=0;		
	 end
endmodule 
File: design/flow/run.sh
#!/bin/bash
# OpenROAD 26Q1-2900-gdf79404cd8, Yosys 0.63+post, stock flow scripts
make -C /OpenROAD-flow-scripts/flow DESIGN_CONFIG=/design/flow/config.mk WORK_HOME=/design/flow/orfs finish
File: design/flow/config.mk
export PLATFORM = sky130hd
export DESIGN_NAME = alu
export DESIGN_NICKNAME = alu
export VERILOG_FILES = /design/flow/design.v
export SDC_FILE = /design/flow/constraint.sdc
export NUM_CORES = 4
export LEC_CHECK = 1
export CORE_UTILIZATION = 50
File: design/flow/constraint.sdc
current_design alu

set clk_period 8.2
set clk_io_pct 0.2

create_clock -name clk0 -period $clk_period

set non_clock_inputs [all_inputs -no_clocks]
set_input_delay [expr $clk_period * $clk_io_pct] -clock clk0 $non_clock_inputs
set_output_delay [expr $clk_period * $clk_io_pct] -clock clk0 [all_outputs]
==> out/results.tsv <==
metric	value	unit
outcome	completed	
drt_iter0_markers	805	
drive_gt1_share	10.85	%
fillCellCount	1012	
startpoint_type	input port	
worstPathRequired	6.56	ns
fp_util	51.70	%
die_w	105.6	µm
ys_chip_area	5361	µm²
yosysUniqueCellTypes	71	
fin_tns_setup	0	ns
fmax	130.7	MHz
power.leakage	2.431	nW
syn_area	5361	µm²
dr.pass1.iters	8	
combPwrFrac	100.0	%
grt_max_degree	54	
cts_setup_buffers	0	
io_pins	57	
vias	6875	
holdCritPathClass	in2out	
ant_nets	0	
grt_pass1_wl	36.94	mm
drt-wirelength-per-cell	25.27	µm
port_buffers	57	
setup_violations	0	
dp.final_hpwl	18.85	mm
grt_pass1_vias	6215	
die_h	105.6	µm
topCellsByArea	ha_1 (12%), mux4_2 (8.4%), nand2_1 (6.3%), mux2i_1 (5.8%), nor2_1 (4.8%)	
crit_type	in2out	
rsz0062_at_grt	no	
synth_seq_share	0	%
seq_area	0	µm²
n_clock_buffer	0	
flops	0	
yosysWarnings	1	
power.share.switching	58.80	%
finalWirelength	24.16	mm
p_int	150.2	µW
num_rows	37	
synthToLayoutAreaGrowth	13.12	%
p_per_area	60.12	nW/µm²
routabilityCongestion	1.148	
antenna_found_initial	0	
grt_overflow	0	
synth.avg_cell_area	6.727	µm²
lay_top_cells	nand2_1 (90), nor2_1 (69), clkdlybuf4s50_1 (54), ha_1 (53), a21oi_1 (50)	
dp_slack	0.6780	ns
cp_max_fo	9	
min_period	7.650	ns
netlist.area_leader.share	12.37	%
met1_usage	62.91	%
seq_power_share	0	%
core	10370	µm²
clkPwrFrac	0	%
final-max-slew-violation-count	0	
top_usage_layer	met2	
fp.dieArea	11140	µm²
maxCapViolCount	0	
warning_count	70	
yosysCellCount	797	
p_sw	214.4	µW
cts_hold_buf	0	
cts-resized-gates	0	
grt_usage	44.17	%
antenna_cells_inserted	0	
lay_top_count	nand2_1	
worstMarginPinSlew	1.101	ns
syn_inst	797	
finalCritPeriodShare	93.29	%
slew_headroom	26.05	%
vdd_drop_max	0.00003991	V
use_met2	66.17	%
use_met3	10.28	%
routed_via_density	7.191	
hold_viol	0	
largest_area_cell	ha_1	
arrival	6.01	ns
cp-end-kind	output port	
drc	0	
setup_ws	0.5504	ns
## metrics by stage
| stage | hold WS (ns) | utilization, % | cells | power, mW | instance area, µm² |
|---|---|---|---|---|---|
| 2_1_floorplan | 3.397 | - | 797 | 0.2219 | 5361 |
| 4_1_cts | 4.403 | 58.48 | 956 | 0.3518 | 6065 |
| 3_3_place_gp | 4.396 | 58.48 | 956 | 0.3483 | 6065 |
| 5_1_grt | 4.496 | 58.48 | 956 | 0.3884 | 6065 |
| 6_report | 4.430 | 58.48 | 956 | 0.3646 | 6065 |
| 3_5_place_dp | 4.395 | 58.48 | 956 | 0.3498 | 6065 |
## critical path, cell delays in order
cell and delay [ns]:
clkdlybuf4s50_1 0.66, inv_1 0.18, ha_1 0.40, o21ba_2 0.25, nor2b_1 0.11, a211oi_1 0.06
buf_4 0.16, o41ai_1 0.58, a21oi_1 0.23, a21oi_1 0.19, a21oi_1 0.08, or4b_2 0.68
nor2_1 0.11, and4bb_1 0.21, clkdlybuf4s50_1 0.47
## cells in the mapped netlist (all sizes together) (14+ instances only)
library cell and number:
a211oi 16, nand2 90, o22ai 14, ha 53
mux4 20, o21ai 50, nor2 69, a31oi 17
mux2 14, nor2b 14, nand3 24, inv 43
o211ai 20, clkbuf 44, a21oi 50, buf 23
mux2i 31, nor3 27
## path summary, 6_finish.rpt
kind	from	to	slack, ns	cells past startpoint
setup / recovery	a[1]	zero	0.55	15
hold / removal	b[0]	result[0]	4.43	7
## power groups by stage
| stage | logic, mW | registers, mW | clock network (mW) |
|---|---|---|---|
| 4_1_cts | 0.352 | 0 | 0 |
| 5_1_grt | 0.388 | 0 | 0 |
| 6_report | 0.365 | 0 | 0 |
## metal layers
layer / part of all wire, % / vias up
met5: 0 / -
met2: 43 / 552
met3: 13 / 79
met4: 4.7 / 0
li1: - / 3056
met1: 39 / 3188
## cells by family after synthesis
group           share of synthesized area [%]
simple gates                            27.19
compound gates                          32.74
buf+inv                                 8.355
mux                                     17.13
fa+ha+maj                               13.12
xor+xnor                                1.470
## cell type report
type	instances	area (µm²)	area share [%]
Tap cell	136	170.2	2.806
Inverter	46	172.7	2.847
Multi-Input combinational cell	684	4918	81.10
Timing Repair Buffer	90	803.3	13.25
Power is estimated from default activity; no workload was simulated.
